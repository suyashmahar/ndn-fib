## design/flow/design.v

```verilog
`timescale 1ns/1ps
module node 
  #(
    parameter WORD_SIZE = 16,     
    parameter POINTER_SIZE = 16  
    )(
      input 			  clk_in,
      input 			  enable_input_in,
      input [POINTER_SIZE - 1:0]  left_pointer_in,
      input [POINTER_SIZE - 1:0]  right_pointer_in,
      input [WORD_SIZE - 1:0] 	  data_word_in,
      output [POINTER_SIZE - 1:0] left_pointer_out,
      output [POINTER_SIZE - 1:0] right_pointer_out,
      output [WORD_SIZE - 1:0] 	  data_word_out,
      output 			  valid_bit_out,
      output 			  left_pointer_valid_bit_out,
      output 			  right_pointer_valid_bit_out
      );
   reg [WORD_SIZE - 1:0] 		data_word;
   reg 				valid_bit = 1'b0;
   reg [POINTER_SIZE - 1:0] 	left_pointer;
   reg [POINTER_SIZE - 1:0] 	right_pointer;
   reg 				left_pointer_valid_bit = 1'b0;
   reg 				right_pointer_valid_bit = 1'b0;
   assign data_word_out = data_word;
   assign valid_bit_out = valid_bit;
   assign left_pointer_out = left_pointer;
   assign right_pointer_out = right_pointer;
   assign left_pointer_valid_bit_out = left_pointer_valid_bit;
   assign right_pointer_valid_bit_out = right_pointer_valid_bit;
   initial begin
       left_pointer_valid_bit = 1'b0;
       right_pointer_valid_bit = 1'b0;
       valid_bit = 1'b0;
   end  
   always @(posedge clk_in) begin
       if (enable_input_in == 1'b1) begin
	   data_word <= data_word_in;
	   left_pointer <= left_pointer_in;
	   right_pointer <= right_pointer_in;
	   valid_bit <= 1'b1;
       end
   end
endmodule
```

## design/flow/run.sh

```bash
#!/bin/bash
# OpenROAD 26Q1-2900-gdf79404cd8, Yosys 0.63+post, stock flow scripts
make -C /OpenROAD-flow-scripts/flow DESIGN_CONFIG=/design/flow/config.mk WORK_HOME=/design/flow/orfs finish
```

## design/flow/config.mk

```make
export PLATFORM = sky130hd
export DESIGN_NAME = node
export DESIGN_NICKNAME = node
export VERILOG_FILES = /design/flow/design.v
export SDC_FILE = /design/flow/constraint.sdc
export NUM_CORES = 4
export LEC_CHECK = 1
export CORE_UTILIZATION = 30
```

## design/flow/constraint.sdc

```tcl
current_design node

set clk_period 1.0
set clk_io_pct 0.2

create_clock -name clk0 -period $clk_period [get_ports {clk_in}]

set non_clock_inputs [all_inputs -no_clocks]
set_input_delay [expr $clk_period * $clk_io_pct] -clock clk0 $non_clock_inputs
set_output_delay [expr $clk_period * $clk_io_pct] -clock clk0 [all_outputs]
```

==> impl_metrics.json <==
{
  "fin_crit_ns": 0.988,
  "ys_ff": 49,
  "n_fill_cell": 444,
  "min_to": "left_pointer[14]$_DFFE_PP_",
  "synthTopCellsByCount": "49 x edfxtp_1, 2 x buf_4, 2 x conb_1",
  "power_mw": 3.88,
  "core_area_um2": 4750,
  "grt.total_usage": 0.111,
  "critPathTopFamily": "flip-flops",
  "p_clk_frac": 0.271,
  "hp-start": "enable_input_in",
  "post_cts_buffers": 0,
  "io_pins": 101,
  "power_frac_seq": 0.637,
  "fin_util": 0.509,
  "synth_seq_share": 0.985,
  "syn_inst": 53,
  "clockRootBuffer": "clkbuf_8",
  "max_clock_freq_mhz": 1010,
  "cts_tree": "yes",
  "rows": 25,
  "required_ns": 0.80,
  "cts.sinks": 49,
  "path_cells": "buf_2",
  "drt-pass1-iter-count": 2,
  "clk_pin_slew_ns": 0.08,
  "antennaDiodeCount": 0,
  "cts_inserted_buffers": 5,
  "ys_top_cells_by_area": "edfxtp_1 98%, buf_4 1.0%, conb_1 0.50%",
  "yosys_warnings": 1,
  "via_per_inst": 3.87,
  "slew_viol_final": 0,
  "fin_ws_ns": 0.0121,
  "irDropWorstVdd_mv": 0.850,
  "grt_start_max_net_pins": 29,
  "h-tree-depth": 2,
  "syn_area_um2": 1490,
  "dp_slack_ns": 0.0176,
  "cap_violations": 0,
  "antenna_found_initial": 0,
  "synthArstFlopShare": 0,
  "drcViolationCount": 0,
  "place_congestion": 0.669,
  "power_frac_comb": 0.092,
  "hold_ws_ns": 0.361,
  "worst_path_max_delay_cell": "edfxtp_1",
  "comb_area_um2": 11.3,
  "initial_utilization": 0.314,
  "cp.arrival_ns": 0.79,
  "warning_count": 27,
  "critPathMaxStageDelay_ns": 0.38,
  "die_h_um": 72.6,
  "drive_above_1_share": 0.369,
  "place_area_um2": 2580,
  "cts_buffer_depth": 2,
  "power_leakage_nw": 0.938,
  "yosys_area_um2": 1490,
  "synth.top_cell.area_share": 0.985,
  "grt_pass1_vias": 858,
  "yosysTopAreaCell": "edfxtp_1",
  "hold_depth": 2,
  "worstSetupStartpointType": "flip-flop",
  "routed_wirelength_mm": 2.74,
  "report.final.setup_viol": 0,
  "dieArea_um2": 5270,
  "synth.distinct_cells": 3,
  "grt_pass1_wl_mm": 4.08,
  "io_buffers": 98,
  "min_path_type": "primary input to flip-flop",
  "rsz0062_at_grt": "yes",
  "num_vias": 879,
  "regArea_um2": 1470,
  "drt_iter0_markers": 32,
  "dieWidth_um": 72.6,
  "criticalPathCategory": "flip-flop to primary output",
  "fin_crit_sh": 0.988,
  "crit_buf_inv": 1,
  "power_density_nw_per_um2": 1600,
  "ys.flop_type": "edfxtp_1",
  "hold_viol": 0,
  "yosys_cells": 53,
  "syn_avg_cell_area_um2": 28.2,
  "cp_max_fo": 1,
  "area_growth_pct": 62.0,
  "postCtsHoldBufs": 0,
  "p_sw_mw": 0.684,
  "wl_per_cell_um": 12.1,
  "endpoint_kind": "primary output",
  "sw_frac_of_total": 0.176,
  "status": "completed",
  "synth_top_cell_by_count": "edfxtp_1",
  "grt-ovfl-total": 0,
  "final_area_um2": 2420,
  "intPower_mw": 3.19,
  "ant_nets": 0,
  "edf_count": 49
}
## cell usage in the layout (no fill, tap or decap)
master	instances
conb_1	3
clkbuf_1	1
clkbuf_8	5
clkinv_2	2
edfxtp_1	49
buf_12	2
buf_2	50
clkdlybuf4s50_1	48
## worst max-delay path by stage
stage,startpoint,endpoint,slack (ns),depth (start not counted)
final,left_pointer[14]$_DFFE_PP_,left_pointer_out[14],0.01,1
after global routing,left_pointer[4]$_DFFE_PP_,left_pointer_out[4],-0.04,1
after CTS,right_pointer[3]$_DFFE_PP_,right_pointer_out[3],-0.005,1
## cells by family after synthesis
logic type,Yosys count,synth area share
DFF,49,0.985
buffers and inverters,2,0.0100
other,2,0.00503
## sequential cells by signal, indices dropped and copies added (netlist names)
signal / cells
data_word: 16
left_pointer: 16
right_pointer: 16
valid_bit: 1
## through the flow
step / setup TNS [ns] / cells
after floorplan: 0 / 54
after global placement: 0 / 219
after detailed placement: 0 / 219
after CTS: -0.0107 / 227
after global routing: -0.781 / 227
final: 0 / 227
## layout make-up
class	instances	area share
Multi-Input combinational cell	3	0.00465
Timing Repair Buffer	100	0.319
Sequential cell	49	0.608
Tap cell	67	0.0346
Clock inverter	2	0.00414
Clock buffer	6	0.0300
## layer usage
layer,GRT usage,part of all wire,vias to the layer above
li1,-,-,412
met3,0.0465,0.12,6
met4,0.0153,0.015,0
met5,0,0,-
met2,0.166,0.49,57
met1,0.172,0.38,404
## power by group through the flow
stage | Combinational, mW | Clock [mW] | Sequential [mW]
5_1_grt | 0.392 | 1.20 | 2.48
4_1_cts | 0.366 | 1.11 | 2.47
6_report | 0.356 | 1.05 | 2.47
## what timing repair did
action / CTS / global route
hold endpoints to repair: 0 / 0
gates resized: 147 / 0
endpoints found under the setup margin: 49 / 42
No activity file was given, so power comes from the tool's default toggle rates.
